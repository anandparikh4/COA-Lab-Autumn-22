File: design/flow/design.v
`timescale 1ns / 1ps
module full_addr(input a,input b,input c0,output s,output c);
wire g2_out,g3_out,g4_out;
xor g1(s,a,b,c0);
and g2(g2_out,a,b);
xor g3(g3_out,a,b);
and g4(g4_out,g3_out,c0);
or  g5(c,g2_out,g4_out);
endmodule
`timescale 1ns / 1ps
module rca_16_bit(input[15:0] a,input[15:0] b,input c0,output [15:0] s,output c);
wire c_out1;
ripple_carry_addr r1 (.a(a[7:0]) , .b(b[7:0]) , .c(c0) , .s(s[7:0]) , .c(c_out1));
ripple_carry_addr r2 (.a(a[15:8]) , .b(b[15:8]) , .c(c_out1) , .s(s[15:8]) , .c(c)); 
endmodule
`timescale 1ns / 1ps
module rca_32_bit(input[31:0] a,input[31:0] b,input c0,output [31:0] s,output c);
wire c_out1;
rca_16_bit r1 (.a(a[15:0]) , .b(b[15:0]) , .c(c0) , .s(s[15:0]) , .c(c_out1));
rca_16_bit r2 (.a(a[31:16]) , .b(b[31:16]) , .c(c_out1) , .s(s[31:16]) , .c(c)); 
endmodule
`timescale 1ns / 1ps
module rca_64_bit(input[63:0] a,input[63:0] b,input c0,output [63:0] s,output c);
wire c_out1;
rca_32_bit r1 (.a(a[31:0]) , .b(b[31:0]) , .c(c0) , .s(s[31:0]) , .c(c_out1));
rca_32_bit r2 (.a(a[63:32]) , .b(b[63:32]) , .c(c_out1) , .s(s[63:32]) , .c(c)); 
endmodule
`timescale 1ns / 1ps
module ripple_carry_addr(input[7:0] a,input[7:0] b,input c0,output [7:0] s,output c);
wire c_out1,c_out2,c_out3,c_out4,c_out5,c_out6,c_out7;
full_addr addr1(.a(a[0]),.b(b[0]),.c0(c0),.s(s[0]),.c(c_out1));
full_addr addr2(.a(a[1]),.b(b[1]),.c0(c_out1),.s(s[1]),.c(c_out2));
full_addr addr3(.a(a[2]),.b(b[2]),.c0(c_out2),.s(s[2]),.c(c_out3));
full_addr addr4(.a(a[3]),.b(b[3]),.c0(c_out3),.s(s[3]),.c(c_out4));
full_addr addr5(.a(a[4]),.b(b[4]),.c0(c_out4),.s(s[4]),.c(c_out5));
full_addr addr6(.a(a[5]),.b(b[5]),.c0(c_out5),.s(s[5]),.c(c_out6));
full_addr addr7(.a(a[6]),.b(b[6]),.c0(c_out6),.s(s[6]),.c(c_out7));
full_addr addr8(.a(a[7]),.b(b[7]),.c0(c_out7),.s(s[7]),.c(c));
endmodule
File: design/flow/constraint.sdc
current_design rca_64_bit

set clk_period 8.4
set clk_io_pct 0.2

create_clock -name clk0 -period $clk_period

set non_clock_inputs [all_inputs -no_clocks]
set_input_delay [expr $clk_period * $clk_io_pct] -clock clk0 $non_clock_inputs
set_output_delay [expr $clk_period * $clk_io_pct] -clock clk0 [all_outputs]
File: design/flow/config.mk
export PLATFORM = sky130hd
export DESIGN_NAME = rca_64_bit
export DESIGN_NICKNAME = rca_64_bit
export VERILOG_FILES = /design/flow/design.v
export SDC_FILE = /design/flow/constraint.sdc
export NUM_CORES = 4
export LEC_CHECK = 1
export CORE_AREA = 10 10 133 133
export DIE_AREA = 0 0 143 143
File: design/flow/run.sh
#!/bin/bash
# OpenROAD 26Q1-2900-gdf79404cd8, Yosys 0.63+post, stock flow scripts
make -C /OpenROAD-flow-scripts/flow DESIGN_CONFIG=/design/flow/config.mk WORK_HOME=/design/flow/orfs finish
==> results.json <==
{
  "firstDrtPassIters": 3,
  "gr-total-overflow": 0,
  "ctsResizeCount": 0,
  "crit_type": "input pin to primary output",
  "utilization_pct": 22.6,
  "power_uw": 229,
  "cpMaxStageDelayCell": "clkdlybuf4s50_1",
  "min_from": "a[7]",
  "fmax_mhz": 138,
  "crit_start": "a[56]",
  "drc_errors": 0,
  "finalHoldViolations": 0,
  "leakagePower_uw": 0.00127,
  "die_area_um2": 20400,
  "drv_cap": 0,
  "antenna_found_initial": 0,
  "seq_cells": 0,
  "syn_avg_cell_area_um2": 12.7,
  "crit_top_cell": "fa_1",
  "powerDensity_nw_per_um2": 68.9,
  "num-clock-buffers": 0,
  "grt_pass1_wl_um": 9690,
  "cts_hold_buffers": 0,
  "crit_family": "adder cells",
  "ys_warn_count": 8,
  "drtIter0Drc": 17,
  "path_cells": "clkdlybuf4s50_1 > and2_1 > fa_1 > fa_1 > fa_1 > fa_1 > fa_1 > fa_1 > inv_1 > fa_1 > inv_1 > clkdlybuf4s50_1",
  "critical_path_buf_inv_count": 4,
  "io_pins": 194,
  "synth.cells.most_frequent": "buf_4, fa_1, and2_1",
  "synthCells": 134,
  "rsz0062_at_grt": "false",
  "yosys_area_um2": 1700,
  "ys_types": 6,
  "post_cts_buffers": 0,
  "instances_no_fill": 446,
  "die_y_um": 143,
  "grt_max_degree": 2,
  "fin_crit_sh_pct": 86.0,
  "netlist_area_um2": 1700,
  "flop_area_um2": 0,
  "drt-vias-per-instance": 2.88,
  "core_area_um2": 14700,
  "via_count": 1286,
  "track_usage_pct": 6.27,
  "io_buffers": 185,
  "setup_viol": 0,
  "dieWidth_um": 143,
  "place_congestion": 0.811,
  "final_max_slew_viol_count": 0,
  "ys_seq_share_pct": 0,
  "drive_gt1_share_pct": 0,
  "slowest_delay_ps": 470,
  "arrival_ps": 5550,
  "warnings": 33,
  "ir_drop_uv": 18.7,
  "setup_tns_ps": 0,
  "cp.required_ps": 6720,
  "wire_per_inst_um": 15.3,
  "min_period_ps": 7230,
  "fp_util_pct": 11.6,
  "dp_cells": 446,
  "ys_cells": 134,
  "routed_wirelength_um": 6810,
  "hold_path.class": "input pin to primary output",
  "num_rows": 44,
  "yosysTopAreaCell": "fa_1",
  "yosys.cell_count.top_type": "buf_4",
  "grt_pass1_vias": 1601,
  "drtAntennaViolNets": 0,
  "netlist.area_leader.share_pct": 57.7,
  "path_max_fanout": 1,
  "critPathLaunchType": "input pin",
  "area_growth_pct": 95.7,
  "endpoint_kind": "primary output",
  "outcome": "finished, final reports clean",
  "synthTopCellsByArea": "fa_1, buf_4, xor3_1",
  "n_antenna_cell": 0
}
-- per-stage QoR --
step / hold slack (ps) / setup slack (ps) / cell area (µm²)
floorplan: 3560 / 2060 / 1730
global placement: 4360 / 1110 / 3330
detailed placement: 4360 / 1140 / 3330
CTS: 4360 / 1130 / 3330
global route: 4380 / 1020 / 3330
finish: 4350 / 1170 / 3330
-- placed cells by master, fill, tap and decap left out --
cell	count
xor3_1	7
fa_1	49
inv_1	5
conb_1	8
clkdlybuf4s50_1	185
and2_1	8
-- final cells by class --
class	instances	area [µm²]
fillers	1509	11400
inverters	5	18.8
multi-input cells	72	1230
well taps	184	230
repair buffers	185	1850
-- final timing paths --
kind	to	slack (ps)	cells after the start
setup / recovery	s[63]	1170	12
hold / removal	s[7]	4350	3
-- power breakdown --
part	switching, µW	leakage, µW	internal [µW]
logic	58.0	0.00127	171
registers	0	0	0
clock network	0	0	0
-- logic make-up after synthesis --
kind of cell,after synthesis,synth area share (%)
other cells,1,0.221
simple gates,8,2.94
xor+xnor,7,9.79
fa+ha+maj,49,57.7
buf+inv,69,29.4
-- worst min-delay path, stage by stage --
cell and delay, ps:
clkdlybuf4s50_1 400, xor3_1 170, clkdlybuf4s50_1 410
-- per-layer routing --
metal  vias to the layer above  track usage (%)  part of all wire (%)
met2                        62             12.6                    62
met5                         -                0                     0
met3                         0             1.78                   7.2
li1                        587                -                     -
met1                       637             6.58                    30
met4                         0           0.0543                     0
Power is estimated from default activity; no workload was simulated.
