[design/flow/config.mk]
export PLATFORM = sky130hd
export DESIGN_NAME = regfile
export DESIGN_NICKNAME = regfile
export VERILOG_FILES = /design/flow/design.v
export SDC_FILE = /design/flow/constraint.sdc
export NUM_CORES = 4
export LEC_CHECK = 1
export CORE_UTILIZATION = 30
[design/flow/constraint.sdc]
current_design regfile

set clk_period 15.3
set clk_io_pct 0.2

create_clock -name clk0 -period $clk_period [get_ports {clk}]

set non_clock_inputs [all_inputs -no_clocks]
set_input_delay [expr $clk_period * $clk_io_pct] -clock clk0 $non_clock_inputs
set_output_delay [expr $clk_period * $clk_io_pct] -clock clk0 [all_outputs]
[design/flow/design.v]
`timescale 1ns / 1ps
module regfile(input clk, input rst, input wire[31:0] write_data, input wire[4:0] write_reg,
					input wire regwrite, input wire[4:0] read_reg1, input wire[4:0] read_reg2,
					output wire[31:0] read_data1, output wire[31:0] read_data2);
reg [31:0] registers[31:0];
always@(posedge clk) begin
	if(rst) begin
		registers[0] <= 0;
		registers[1] <= 0;
		registers[2] <= 0;
		registers[3] <= 0;
		registers[4] <= 0;
		registers[5] <= 0;
		registers[6] <= 0;
		registers[7] <= 0;
		registers[8] <= 0;
		registers[9] <= 0;
		registers[10] <= 0;
		registers[11] <= 0;
		registers[12] <= 0;
		registers[13] <= 0;
		registers[14] <= 0;
		registers[15] <= 0;
		registers[16] <= 0;
		registers[17] <= 0;
		registers[18] <= 0;
		registers[19] <= 0;
		registers[20] <= 0;
		registers[21] <= 0;
		registers[22] <= 0;
		registers[23] <= 0;
		registers[24] <= 0;
		registers[25] <= 0;
		registers[26] <= 0;
		registers[27] <= 0;
		registers[28] <= 0;
		registers[29] <= 0;
		registers[30] <= 0;
		registers[31] <= 0;
	end 
	else begin
		if(regwrite) registers[write_reg] <= write_data;
	end
end
assign read_data1 = registers[read_reg1];
assign read_data2 = registers[read_reg2];
endmodule
[design/flow/run.sh]
#!/bin/bash
# OpenROAD 26Q1-2900-gdf79404cd8, Yosys 0.63+post, stock flow scripts
make -C /OpenROAD-flow-scripts/flow DESIGN_CONFIG=/design/flow/config.mk WORK_HOME=/design/flow/orfs finish
==> reports/metrics.cfg <==
[floorplanning]
die_w_um=436
dieArea_sq_um=190000
initial_core_util_pct=30.3
rows=158
fp.dieH_um=436
coreArea_sq_um=186000
ios=114

[cells_and_area]
fin_util_pct=33.9
largest_reg_flops=1024
fin_cells=7150
nFillCells=17900
top_regs=registers: 1024 flops
logic_area_sq_um=23500
areaGrowthSynthToFinish_pct=11.7
ff_latch_area_sq_um=30700
drive_above_1_share_pct=8.35
max_flop_register=registers

[logic_synthesis]
area_leaders=edfxtp_1, mux2i_1, and2_1
ys_cells=4640
synth_cell_types=31
postSynthSeqShare_pct=54.5
yosys_area_sq_um=56500
synth_area_sq_um=56500
avgSynthCellArea_sq_um=12.2
ys_ff=1024
ys.warnings.count=1
synthCells=4640
yosysTopAreaCell=edfxtp_1
top_area_share_pct=54.5

[global_routing]
grt_pass1_wl_mm=287
antenna_found_initial=17
grt_usage_pct=22.1
grt_pass1_vias=38700
overflow=0
grt_max_degree=96

[critical_path]
worst_setup_path_end_kind=output port
crit_chain=clkdlybuf4s50_1 -> nor2b_4 -> buf_4 -> buf_4 -> buf_4 -> a22o_1 -> nor3_1 -> a31oi_1 -> nand3_1 -> clkdlybuf4s50_1
start_kind=input port
cp_max_fo=38
cpMostUsedCell=buf_4
worstSetupPathType=in -> out
slowest_delay_ps=680
crit_arrival_ps=7180
worst_ep_required_time_ps=12240
cp_top_family=buffers and inverters
critPathSlowestCell=buf_4
critPathBufInv=5

[clocking]
cts_root_buf=clkbuf_16
cts_resized=0
cts_buffer_depth=3
htreeDepth=3
cts_hold_buf=0
cts_sinks=1024
postCtsSetupBuffers=0
path_clk_slew_ps=60
cts_buffers=104
cts_tree=done

[timing]
max_freq_ghz=0.0976
finalSetupViolCount=0
period_needed_ps=10240
tightest_slew_ps=1020
min_period_over_period_pct=66.9
rsz0062_at_grt=false
report.final.slew_viol_count=0
fin_tns_setup_ps=0
relSlewSlack_pct=31.6
hold_viol_final=0
finalHoldWorstSlack_ps=3260

[drt]
drt-pass1-iter-count=5
vias_per_cell=5.34
antenna_violating_nets_post_route=0
wire_per_inst_um=28.4
drt_wl_total_mm=203
drc=0
num_vias=38200
drtIter0Drc=2481

[place]
gp_congestion=0.919
portBuffers=113
place_hpwl_mm=113
dp_cells=6945

[hold_path]
hp-class=in -> reg

[power_and_ir_drop]
p_switching_w=0.00173
pwr-share-clk_pct=38.0
powerDensity_nw_per_um2=106
switching_share_pct=25.9
p_int_w=0.00494
pwr-share-comb_pct=12.3
p_seq_share_pct=49.7
ir_drop_mv=0.0882
total_power_w=0.00667
leakage_nw=24.1

[job]
openroad.warnings=26
cap_violations=0

[run_status]
status=complete, no violations

==> final cells by class <==
cell class                      instances  area share [%]
Antenna cell                           11          0.0436
Clock buffer                          130            4.28
Clock inverter                         64           0.976
Multi-Input combinational cell       3168            37.2
Sequential cell                      1024            48.8
Tap cell                             2480            4.92
Timing Repair Buffer                  273            3.81
==> per-stage QoR <==
stage               setup slack (ps)  area [sq um]
floorplan                       8130         56500
global placement                5140         59700
detailed placement              5120         59700
CTS                             5110         63000
global route                    4990         63100
finish                          5060         63100
==> tightest hold or removal path: stages <==
cell	delay, ps
clkdlybuf4s50_1	390
buf_4	220
and2_1	160
==> final timing paths <==
path / from / to / slack (ps) / depth (start not counted)
setup / recovery: read_reg2[2] / read_data2[9] / 5060 / 10
hold / removal: write_data[11] / registers[13][11] / 3260 / 3
==> per-layer routing <==
metal | track usage, % | wire length (um) | vias up
met3 | 12.2 | 26900 | 508
met4 | 11.0 | 12400 | 14
li1 | - | - | 16900
met1 | 24.8 | 69200 | 18600
met5 | 0.227 | 140 | -
met2 | 34.2 | 94200 | 2182
==> power groups by stage <==
stage	clock network (W)	registers [W]	logic, W
CTS	0.00256	0.00331	0.000817
global route	0.00266	0.00333	0.000866
finish	0.00253	0.00331	0.000823
==> kinds of logic after synthesis <==
group                  after synthesis  share of synthesized area [%]
buffers and inverters              448                           4.34
DFF                               1024                           54.5
muxes                             1024                           18.2
AOI/OAI and AO/OA                  576                           6.95
and+or+nand+nor                   1568                           16.1
==> Yosys cell counts, drive strengths merged <==
cell	instances
or3	2
nand3	194
buf	192
edfxtp	1024
and2	1026
nand2	196
and2b	1
nor2	36
clkbuf	256
or2	34
nor2b	4
mux2i	1024
a21oi	192
nor3	64
or3b	2
nand2b	5
a22o	128
a22oi	192
nand3b	4
a31oi	64
==> layout by cell type (no fill, tap or decap), types with 2 or more instances in the layout <==
master	n
a31oi_1	64
a22oi_1	192
bufinv_16	9
nor2b_4	4
nor2_1	2
clkinv_1	27
buf_8	2
buf_4	155
clkinv_8	2
nand3_1	193
or3b_4	2
or2_2	34
and2_4	2
nand2b_2	4
nor3_1	64
clkinv_16	2
nand2_2	3
nor2_4	30
nand2_1	193
inv_6	2
nor2_8	4
clkbuf_1	26
and2_1	1024
mux2i_1	1024
clkbuf_16	104
nand3b_1	3
edfxtp_1	1024
diode_2	11
buf_12	5
a22o_1	128
clkdlybuf4s50_1	111
a21oi_1	192
clkinv_2	19
Power is estimated from default activity; no workload was simulated.
