==> flow/config.mk <==
export PLATFORM = sky130hd
export DESIGN_NAME = cla_16_bit
export DESIGN_NICKNAME = cla_16_bit
export VERILOG_FILES = /design/flow/design.v
export SDC_FILE = /design/flow/constraint.sdc
export NUM_CORES = 4
export LEC_CHECK = 1
export CORE_AREA = 10 10 73 73
export DIE_AREA = 0 0 83 83
==> flow/constraint.sdc <==
current_design cla_16_bit

set clk_period 7.8
set clk_io_pct 0.2

create_clock -name clk0 -period $clk_period

set non_clock_inputs [all_inputs -no_clocks]
set_input_delay [expr $clk_period * $clk_io_pct] -clock clk0 $non_clock_inputs
set_output_delay [expr $clk_period * $clk_io_pct] -clock clk0 [all_outputs]
==> flow/design.v <==
`timescale 1ns / 1ps
module LCU(input [3:0] P_LCU , input [3:0] G_LCU , input C0 ,  output C1 , output C2 , output C3 , output C4);
assign C1 = (G_LCU[0]) | (P_LCU[0] & C0) ;
assign C2 = (G_LCU[1]) | (P_LCU[1] & G_LCU[0]) | (P_LCU[1] & P_LCU[0] & C0) ;
assign C3 = (G_LCU[2]) | (P_LCU[2] & G_LCU[1]) | (P_LCU[2] & P_LCU[1] & G_LCU[0]) | (P_LCU[2] & P_LCU[1] & P_LCU[0] & C0) ;
assign C4 = (G_LCU[3]) | (P_LCU[3] & G_LCU[2]) | (P_LCU[3] & P_LCU[2] & G_LCU[1]) | (P_LCU[3] & P_LCU[2] & P_LCU[1] & G_LCU[0]) | (P_LCU[3] & P_LCU[2] & P_LCU[1] & P_LCU[0] & C0);
endmodule
`timescale 1ns / 1ps
module cla_16_bit(input[15:0] A,input[15:0] B,input C0,output[15:0] S,output C16);
wire [3:0] P_LCU;
wire [3:0] G_LCU;
cla_4_bit_augmented cla_aug_1( .A(A[3:0]) , .B(B[3:0]) , .P_out(P_LCU[0]) , .G_out(G_LCU[0]) );
cla_4_bit_augmented cla_aug_2( .A(A[7:4]) , .B(B[7:4]) , .P_out(P_LCU[1]) , .G_out(G_LCU[1]));
cla_4_bit_augmented cla_aug_3( .A(A[11:8]) , .B(B[11:8]) , .P_out(P_LCU[2]) , .G_out(G_LCU[2]) );
cla_4_bit_augmented cla_aug_4( .A(A[15:12]) , .B(B[15:12]) , .P_out(P_LCU[3]) , .G_out(G_LCU[3]) );
wire C1,C2,C3;
LCU L1(.P_LCU(P_LCU[3:0]) , .G_LCU(G_LCU[3:0]) , .C0(C0) , .C1(C1) , .C2(C2) , .C3(C3) , .C4(C16) );
cla_4_bit cla1( .A(A[3:0]) , .B(B[3:0]) , .C0(C0) , .S(S[3:0]) , .C4() );
cla_4_bit cla2( .A(A[7:4]) , .B(B[7:4]) , .C0(C1) , .S(S[7:4]) , .C4() );
cla_4_bit cla3( .A(A[11:8]) , .B(B[11:8]) , .C0(C2) , .S(S[11:8]) , .C4() );
cla_4_bit cla4( .A(A[15:12]) , .B(B[15:12]) , .C0(C3) , .S(S[15:12]) , .C4() );
endmodule
`timescale 1ns / 1ps
module cla_4_bit(input[3:0] A,input[3:0] B,input C0,output[3:0] S,output C4);
wire C1,C2,C3;
wire [3:0] P;
wire [3:0] G;
assign P = A ^ B; 
assign G = A & B;
assign C1 = (G[0]) | (P[0] & C0);
assign C2 = (G[1]) | (P[1] & G[0]) | (P[1] & P[0] & C0);
assign C3 = (G[2]) | (P[2] & G[1]) | (P[2] & P[1] & G[0]) | (P[2] & P[1] & P[0] & C0);
assign C4 = (G[3]) | (P[3] & G[2]) | (P[3] & P[2] & G[1]) | (P[3] & P[2] & P[1] & G[0]) | (P[3] & P[2] & P[1] & P[0] & C0);
assign S[0] = P[0] ^ C0;
assign S[1] = P[1] ^ C1;
assign S[2] = P[2] ^ C2;
assign S[3] = P[3] ^ C3;
endmodule
`timescale 1ns / 1ps
module cla_4_bit_augmented(input[3:0] A,input[3:0] B,output P_out,output G_out);
wire [3:0] P;
wire [3:0] G;
assign P = A ^ B;
assign G = A & B;
assign P_out = P[3] & P[2] & P[1] & P[0];
assign G_out = (G[3]) | (P[3]&G[2]) | (P[3]&P[2]&G[1]) | (P[3]&P[2]&P[1]&G[0]);
endmodule
==> flow/run.sh <==
#!/bin/bash
# OpenROAD 26Q1-2900-gdf79404cd8, Yosys 0.63+post, stock flow scripts
make -C /OpenROAD-flow-scripts/flow DESIGN_CONFIG=/design/flow/config.mk WORK_HOME=/design/flow/orfs finish
==> job_summary.md <==
## Implementation flow summary

| Metric | Value |
|---|---|
| Site row count | 22 |
| Core utilization at floorplan | 0.197 |
| Hold_buf cts | 0 |
| Number of DRC markers after the initial detailed-route iteration | 9 |
| Routed Antenna Nets | 0 |
| Worst Max-Slew Pin Slew | 423 ps |
| Synth-to-layout area growth | 75.9% |
| Antenna cells | 0 |
| Final TNS setup | 0 ps |
| Element type at the critical path start | primary input |
| Wire length on met1 | 923 um |
| Max-slew violations | 0 |
| Total power density per cell area | 83.0 nW/um^2 |
| Critical Path End Type | primary output |
| Routed wire length on met2 | 1.08 mm |
| GPL Wtd Cong | 0.745 |
| Global-route total usage across every layer | 0.0556 |
| Number of buffer cells added on primary ports | 50 |
| Number of inserted filler cells in the final layout | 371 |
| Max-slew headroom | 0.715 |
| Worst hold path class | in -> out |
| Time the worst path needs with I/O delays and setup | 5640 ps |
| Fraction of the yosys area taken by sequential cells | 0 |
| Clock buf count | 0 |
| Chip area from the yosys synthesis statistics | about 740 um^2 |
| Sequential cells | 0 |
| Tally of unique sky130hd cells used after synthesis | 27 |
| Largest driver fanout on the critical path | 4 |
| Floorplan core area | between 3000 and 4000 um^2 |
| Post-detailed-route via-to-cell ratio | 4.12 |
| Detailed Place HPWL | 2.00 mm |
| Pin count of the biggest net entering global routing | 7 |
| Placed cell areas | 1300 um^2 |
| Max Used Layer | met3 |
| Total die area | 6890 um^2 |
| Number of global-route vias before repair | roughly 720 |
| Iteration count of the initial detailed-routing pass | 4 |
| Average footprint of a synthesized cell | 8.39 um^2 |
| Horizontal die dimension | 83 um |
| First-pass GRT wire length | 3.37 mm |
| Final Power | 0.108 mW |
| RSZ-0062 raised after global routing | no |
| Post-CTS setup-driven buffer insertion count | 0 |
| Total congestion overflow | 0 |
| Area leader share | 0.271 |
| Part of the cycle the worst path needs | 0.723 |
| Cell taking the most area after synthesis | ha_1 |
| Number of warnings printed during yosys synthesis | 0 |
| Fraction of layout instances using a drive strength above 1 | 0.0580 |
| Number of ports placed on the die boundary | 50 |
| Most common cell in the synthesized netlist | ha_1 |
| Detail-routed net length per standard cell | 11.3 um |
| Post-Syn Area | 738 um^2 |
| DR WL met3 | 96 um |
| Height of the die | 83 um |
| Final Instance Area | 1300 um^2 |
| Post-synthesis cell count | 88 |
| Crit path arrival time | 4080 ps |
| Fin. Hold Viols | 0 |
| Worst EP required | between 6000 and 7000 ps |
| Biggest area cells | ha_1 (27%), fa_1 (11%), o31ai_4 (8.6%), xnor2_1 (8.3%), inv_1 (7.1%) |
| Max frequency | 0.177 GHz |
| Leading post-synthesis cells by instance count | ha_1 (16), inv_1 (14), a21oi_1 (8), xnor2_1 (7), nor2_1 (6) |
| Result of the run | completed |
| Initial antenna violation count | 0 |
| Yosys cell count | 88 |
| Number of max-capacitance violations reported | 0 |
| DRC Markers | 0 |
| Final wirelength | 2.11 mm |
| Final setup violation count | 0 |
| Total area of multi-input combinational cells | 686 um^2 |
| Maximum resistive drop on vdd | 0.0000243 V |
| Total of cells resized after clock tree synthesis | 0 |
| Sequential cell area | 0 um^2 |
| Crit Path Category | in -> out |
| Routed via count | roughly 770 |
| OpenROAD warnings | 32 |
| Static leakage | 0.566 nW |
-- worst max-delay path: stages --
cell and delay, ps:
clkdlybuf4s50_1 400, ha_1 350, a21o_1 190, a21oi_2 180, a21oi_2 110, o31ai_4 320
fa_1 460, inv_1 60, clkdlybuf4s50_1 450
-- layout make-up --
cell class / instances / share of cell area
tap: 48 / 0.0462
timing repair buffer: 50 / 0.385
multi-input combinational: 74 / 0.528
inverter: 14 / 0.0405
-- kinds of logic after synthesis --
logic type | synth area share
buffers and inverters | 0.0712
XOR/XNOR | 0.107
adder cells (fa/ha/maj) | 0.380
AND-OR/OR-AND | 0.322
AND/OR/NAND/NOR | 0.120
-- worst paths after layout --
path,start,end,depth (start not counted)
max,A[2],S[12],9
min,C0,S[0],5
-- routing by layer --
metal / global-route usage / vias up
li1: - / 414
met1: 0.0738 / 329
met2: 0.0978 / 23
met3: 0.00787 / 0
met4: 0 / 0
met5: 0 / -
-- metrics by stage --
stage	setup slack, ps	util	instances	hold slack [ps]
after global placement	2140	0.347	186	4190
after global routing	2050	0.347	186	4240
after CTS	2130	0.347	186	4210
after detailed placement	2130	0.347	186	4200
final	2160	0.347	186	4190
after floorplan	3120	-	88	3230
-- placed cells by master, fill, tap and decap left out, drive strengths merged, types with 3 or more instances in the layout --
cell type      synthesis  layout
clkdlybuf4s50          0      50
xnor2                  7       7
a21oi                 10      10
o21ai                  6       6
fa                     4       4
ha                    16      16
inv                   14      14
nand2                  3       3
o31ai                  3       3
nor2                   6       6
a21o                   3       3
-- power breakdown --
part           switching, mW  total [mW]  internal (mW)
Sequential                 0           0              0
Clock                      0           0              0
Combinational         0.0378       0.108         0.0700
Total                 0.0378       0.108         0.0700
No activity file was given, so power comes from the tool's default toggle rates.
